$ cat flow/run.sh
#!/bin/bash
# OpenROAD 26Q1-2900-gdf79404cd8, Yosys 0.63+post, stock flow scripts
make -C /OpenROAD-flow-scripts/flow DESIGN_CONFIG=/design/flow/config.mk WORK_HOME=/design/flow/orfs finish
$ cat flow/config.mk
export PLATFORM = sky130hd
export DESIGN_NAME = EX
export DESIGN_NICKNAME = EX
export VERILOG_FILES = /design/flow/design.v
export SDC_FILE = /design/flow/constraint.sdc
export NUM_CORES = 4
export LEC_CHECK = 1
export CORE_UTILIZATION = 40
export SYNTH_HDL_FRONTEND = slang
$ cat flow/constraint.sdc
current_design EX

set clk_period 2.4
set clk_io_pct 0.2

create_clock -name clk0 -period $clk_period

set non_clock_inputs [all_inputs -no_clocks]
set_input_delay [expr $clk_period * $clk_io_pct] -clock clk0 $non_clock_inputs
set_output_delay [expr $clk_period * $clk_io_pct] -clock clk0 [all_outputs]
$ cat flow/design.v
module ALU (
  input wire [32 - 1:0] input_data_1,
  input wire [32 - 1:0] input_data_2,
  input wire [4 - 1:0] ALU_control,
  input wire [32 - 1:0] pc,
  output wire zero,
  output reg [32 - 1:0] output_data
);
  wire data_1_sign;
  wire data_2_sign;
  assign data_1_sign = input_data_1[32-1];
  assign data_2_sign = input_data_2[32-1];
  always @(input_data_1 or input_data_2 or ALU_control) begin
    case (ALU_control)
      4'b0000: output_data <= input_data_1 & input_data_2;
      4'b0001:  output_data <= input_data_1 | input_data_2;
      4'b0010: output_data <= input_data_1 + input_data_2;
      4'b0011: output_data <= input_data_1 - input_data_2;
      4'b1100: output_data <= ~(input_data_1 | input_data_2);
      4'b0111: begin
        case ({
          data_1_sign, data_2_sign
        })
          2'b00, 2'b11:   
          output_data <= input_data_1 < input_data_2 ? 0 : 1;
          2'b10:   
          output_data <= 0;
          2'b01:   
          output_data <= 1;
        endcase
      end
      4'b0100: output_data <= input_data_1 ^ input_data_2;
      4'b0101: output_data <= input_data_1 << input_data_2;
      4'b0110: output_data <= input_data_1 >> input_data_2;
      4'b1111: output_data <= pc + 4;
      default:  ;
    endcase
  end
  assign zero = (ALU_control == 4'b1111) ? 1'b1 : (output_data == 0 ? 1'b1 : 1'b0);
endmodule
module EX (
  input wire [32 - 1:0] read_data_1,   
  input wire [32 - 1:0] read_data_2,   
  input wire [32 - 1:0] imm,   
  input wire [32 - 1:0] pc,   
  input wire [4 - 1:0] ALU_ctl,   
  input wire ALUSrc,   
  output wire [32 - 1:0] ALU_result,
  output wire zero   
);
  wire [32 - 1:0] input_data_2;
  assign input_data_2 = (ALUSrc == 1'b0) ? read_data_2 : imm;   
  ALU u_ALU (
    .input_data_1(read_data_1),
    .input_data_2(input_data_2),
    .ALU_control (ALU_ctl),
    .pc          (pc),
    .zero        (zero),
    .output_data (ALU_result)
  );
endmodule
==> run summary <==
yosys + openroad results -> max-slew violations=0, placeable core region=0.0261 mm², Total Routing Usage GR=0.398, share of total power in combinational logic=0.962, number of setup violations in the final report=0, total vias in the final route=13100, nature of the critical path endpoint=output pin, chip area=0.0272 mm², dpl hpwl=40200 µm, cell count of the worst hold path=4, maximum capacitance violations=0, Worst Hold Endpoint=zero, mean instance size in the synthesized netlist=6.80 µm², share of the cycle needed by the critical path after routing=0.913, unrepaired setup endpoints after global routing=no, post-cts resize count=2, ratio of routed vias to standard cells=6.67, met2 global-route usage=0.617, global-route congestion overflow total=0, final period demand of the worst path=2.19 ns, pin count of the biggest net entering global routing=68, startpoint of the most critical hold path=ALU_ctl[2], Top Layout Cells=nor2_1, clkdlybuf4s50_1, nand2_1, a21oi_1, ha_1, fraction of the core area occupied by cells at floorplan=0.407, DRT iter0 DRCs=1457, number of enable-type register cells in the synthesized netlist=0, register pins left without a clock=32, count of port buffers added during placement=166, smallest hold slack=1.59 ns, Post-route DRC=0, Crit path required time=1.92 ns, number of rows created at floorplan=59, Max IR drop VDD=0.000182 V, total cells reported by yosys after synthesis=1559, vias in the first global route=12300, category of the most critical setup path=in2out, placed insts=1969, fraction of layout instances using a drive strength above 1=0.0594, routing usage on met3=0.0612, outcome=complete, no violations, sequential share of power=0.038, horizontal extent of the die=165 µm, post-CTS setup buffers=0, Synthesis Warnings=0, global-route wire length before repair=78300 µm, actual transition at the worst max-transition pin=0.915 ns, largest register by flop count=u_ALU.output_data, number of instances in the synthesized netlist=1559, biggest registers after layout=u_ALU.output_data: 32 flops, cts-stage hold buffer count=0, chip area from the yosys synthesis statistics=0.0106 mm², number of routed nets with antenna violations=0, cell internal power dissipation=1.35 mW, LEAKAGE=4.99 nW, power density over the cells=267 mW/mm², total tool warning count=106, async set-or-reset flop fraction in the synthesized netlist=0, post-synth design cell area=0.0106 mm², global route hottest layer=met2, filler-free cell count of the finished design=1969, First-pass DRT Iterations=5, top achievable clock speed=0.456 GHz, routed wire length=52500 µm, maximum fanout count along the critical path=2, worst min-delay path category=in2out, Top cell excl fill/tap=nor2_1, synth-to-layout area growth=17.6%, Max transition margin=0.374, count of endpoints without a timing constraint=64, antenna violations before repair=1, Die Y-Extent=165 µm, met1 Use GR=0.544, post-synth cell types=82, number of flip-flops under the largest register name=32, nature of the critical path startpoint=input port, flops & latches, synth=32, Switching Fraction=0.594, routed length per instance=26.7 µm, count of inserted antenna diode cells=0, data arrival time of the worst path=1.71 ns, part of the total power dissipated in the clock network=0, Commonest flop=dlxtp_1, IO Count=166, switching pwr=1.98 mW, number of endpoints with negative hold slack in the final report=0, final weighted congestion of routability-driven global placement=1.12
-- synthesized netlist by cell type (7+ instances only) --
| cell type | number | share of area |
|---|---|---|
| a211oi_1 | 22 | 0.016 |
| a221oi_1 | 11 | 0.0091 |
| o32a_1 | 8 | 0.0076 |
| a21oi_1 | 127 | 0.060 |
| nand4_1 | 14 | 0.0083 |
| nor3_1 | 38 | 0.018 |
| xnor2_1 | 19 | 0.016 |
| dlxtp_1 | 32 | 0.045 |
| nand2b_1 | 22 | 0.013 |
| a31oi_1 | 25 | 0.015 |
| a221o_1 | 11 | 0.010 |
| nor2b_1 | 12 | 0.0071 |
| o311ai_0 | 7 | 0.0058 |
| clkbuf_1 | 78 | 0.028 |
| nor4_1 | 27 | 0.016 |
| mux4_2 | 33 | 0.070 |
| ha_1 | 107 | 0.13 |
| nor2_1 | 182 | 0.064 |
| and3_1 | 20 | 0.012 |
| xor2_1 | 25 | 0.021 |
| o21bai_1 | 10 | 0.0071 |
| nand3_1 | 43 | 0.020 |
| o21a_1 | 17 | 0.012 |
| inv_1 | 89 | 0.032 |
| nand2_1 | 127 | 0.045 |
| o21ai_1 | 12 | 0.0057 |
| o21ai_0 | 91 | 0.043 |
| o221ai_1 | 17 | 0.014 |
| mux2i_1 | 78 | 0.074 |
| a311oi_1 | 8 | 0.0066 |
| o211ai_1 | 40 | 0.028 |
| buf_1 | 17 | 0.0060 |
| a21o_1 | 15 | 0.011 |
| o22ai_1 | 35 | 0.021 |
| buf_2 | 22 | 0.010 |
-- kinds of logic (layout without fill, tap and decap cells) --
| kind of cell | count (synthesis) | count (layout) | share of synthesized area |
|---|---|---|---|
| AND/OR/NAND/NOR | 509 | 509 | 0.220 |
| multiplexers | 114 | 114 | 0.147 |
| AND-OR/OR-AND | 535 | 535 | 0.340 |
| buffers and inverters | 216 | 291 | 0.0805 |
| XOR/XNOR | 44 | 44 | 0.0364 |
| latches | 32 | 32 | 0.0453 |
| adder cells (fa/ha/maj) | 109 | 109 | 0.130 |
-- final cells by class --
type | count | area, µm²
fillers | 2661 | 13600
multi-input cells | 1311 | 9340
repair buffers | 195 | 1870
flip-flops and latches | 32 | 480
well taps | 335 | 419
inverters | 96 | 360
-- worst max path at each step --
stage | from | end | slack [ns] | depth (start not counted)
finish | ALU_ctl[1] | zero | 0.21 | 5
CTS | ALU_ctl[1] | zero | 0.23 | 5
global route | ALU_ctl[1] | zero | 0.20 | 5
-- power groups by stage --
stage | sequential (mW) | combinational (mW) | clock, mW
after CTS | 0.126 | 3.12 | 0
after global routing | 0.132 | 3.43 | 0
final | 0.126 | 3.20 | 0
-- critical path, stage by stage --
cell and delay [ns]:
clkdlybuf4s50_1 0.48, and2_1 0.17, nand3_2 0.14, o21ai_0 0.12, dlygate4sd2_1 0.32
-- routing by layer --
metal / vias to the layer above / wire length (µm)
met3: 156 / 4850
met5: - / 0
li1: 5980 / -
met4: 0 / 2860
met2: 830 / 23600
met1: 6164 / 21200
-- stage by stage --
stage	utilization	TNS, ns	area (µm²)	power, mW	setup WS, ns
after floorplan	-	0	10600	2.06	0.397
after CTS	0.478	0	12500	3.25	0.229
after global routing	0.478	0	12500	3.57	0.196
after global placement	0.478	-0.0902	12500	3.23	-0.0902
final	0.478	0	12500	3.33	0.209
after detailed placement	0.478	-0.120	12500	3.23	-0.120
No activity file was given, so power comes from the tool's default toggle rates.
