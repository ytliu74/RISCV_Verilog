==> ./run.sh <==
#!/bin/bash
# OpenROAD 26Q1-2900-gdf79404cd8, Yosys 0.63+post, stock flow scripts
make -C /OpenROAD-flow-scripts/flow DESIGN_CONFIG=/design/flow/config.mk WORK_HOME=/design/flow/orfs finish
==> ./config.mk <==
export PLATFORM = sky130hd
export DESIGN_NAME = ID_EX
export DESIGN_NICKNAME = ID_EX
export VERILOG_FILES = /design/flow/design.v
export SDC_FILE = /design/flow/constraint.sdc
export NUM_CORES = 4
export LEC_CHECK = 1
export CORE_AREA = 10 10 237 237
export DIE_AREA = 0 0 247 247
export SYNTH_HDL_FRONTEND = slang
==> ./constraint.sdc <==
current_design ID_EX

set clk_period 1.0
set clk_io_pct 0.2

create_clock -name clk0 -period $clk_period [get_ports {clk}]

set non_clock_inputs [all_inputs -no_clocks]
set_input_delay [expr $clk_period * $clk_io_pct] -clock clk0 $non_clock_inputs
set_output_delay [expr $clk_period * $clk_io_pct] -clock clk0 [all_outputs]
==> ./design.v <==
module ID_EX (
  input wire                          clk,
  input wire                          rst,
  input wire                          ID_flush,
  input wire                          Branch_in,
  input wire                          MemRead_in,
  input wire                          MemtoReg_in,
  input wire                          MemWrite_in,
  input wire                          ALUSrc_in,
  input wire                          RegWrite_in,
  input wire [ 32 - 1:0] read_reg_data_1_in,   
  input wire [ 32 - 1:0] read_reg_data_2_in,   
  input wire [ 32 - 1:0] imm_in,               
  input wire [32 - 1:0] inst_addr_in,         
  input wire [     32 - 1:0] inst_in,              
  input wire [ 5 - 1:0] rd_in,                
  input wire [ 5 - 1:0] rs1_in,               
  input wire [ 5 - 1:0] rs2_in,               
  output reg Branch_out,
  output reg MemRead_out,
  output reg MemtoReg_out,
  output reg MemWrite_out,
  output reg ALUSrc_out,     
  output reg RegWrite_out,
  output reg [ 32 - 1:0] read_reg_data_1_out,   
  output reg [ 32 - 1:0] read_reg_data_2_out,   
  output reg [ 32 - 1:0] imm_out,               
  output reg [     32 - 1:0] inst_out,              
  output reg [32 - 1:0] inst_addr_out,         
  output reg [ 5 - 1:0] rd_out,                
  output reg [ 5 - 1:0] rs1_out,               
  output reg [ 5 - 1:0] rs2_out                
);
  always @(posedge clk or posedge rst) begin
    if (rst) begin
      Branch_out <= 0;
      MemRead_out <= 0;
      MemtoReg_out <= 0;
      MemWrite_out <= 0;
      read_reg_data_2_out <= 0;
      inst_addr_out <= 0;
      rd_out <= 0;
      rs1_out <= 0;
      rs2_out <= 0;
    end else if (ID_flush) begin
      {Branch_out, MemRead_out, MemtoReg_out, MemWrite_out, ALUSrc_out, RegWrite_out} <= 0;
      {read_reg_data_1_out, read_reg_data_2_out, imm_out,
             inst_out, inst_addr_out, rd_out, rs1_out, rs2_out} <= 0;
    end else begin
      {Branch_out, MemRead_out, MemtoReg_out, MemWrite_out, ALUSrc_out, RegWrite_out} <= {
        Branch_in, MemRead_in, MemtoReg_in, MemWrite_in, ALUSrc_in, RegWrite_in
      };
      {read_reg_data_1_out, read_reg_data_2_out, imm_out,
             inst_out, inst_addr_out, rd_out, rs1_out, rs2_out}
            <= {
        read_reg_data_1_in, read_reg_data_2_in, imm_in, inst_in, inst_addr_in, rd_in, rs1_in, rs2_in
      };
    end
  end
endmodule
==> CHANGELOG.md <==
### Changed

* Run status: finished with violations
* Failing checks: setup timing
* CTS H-tree depth at 4
* Vias in the first global route at 4729
* Synthesis-to-finish area growth at 65.9%
* MUX share of area at 0
* Largest net degree at the start of global routing at 32
* RSZ-0062 raised after global routing: yes
* Synth Register Bits at 181
* Final WL at 22900 um
* Cts bufs inserted at 17
* Post-CTS Setup Inserts at 0
* Ys cells at 383
* PwrDens at 1560 nW/um^2
* Routability cong. at 0.810
* Setup WS post-layout at -0.233 ns
* Yosys simple share at 0.223
* Peak supply drop at 1.02 mV
* Cell Type Count at 9
* Core area at 51200 sq um
* Fa+ha+maj area frac at 0
* Rows at 83
* Required @ worst endpoint at 0.80 ns
* Largest logic family: simple AND/OR/NAND/NOR gates
* CP top delay family: flip-flops
* Worst-path fanout max at 1
* # DRC at 0
* Final Max-Slew Violation Tally at 0
* Worst stage delay on the critical path at 0.42 ns
* Hpwl dp at 18200 um
* Pleak at 0.00471 uW
* Max-cap violation count at 0
* CP Capture Type: output port
* Post-route total power at 17500 uW
* Worst setup path class: flip-flop to output port
* Reg clk slew, reported paths at 0.07 ns
* Non-filler cells, final at 1487
* Tool warnings at 28
* Worst slew margin at 0.843
* Via-to-Cell Ratio at 2.98
* Final core occ at 0.220
* Final Cycle Share at 1.23
* First-pass GRT wire length at 31900 um
* Antenna violations before repair at 7
* Fill count at 5438
* Tot GR Track Use at 0.0723
* Startpoint Class: flip-flop
* Port bufs at 364
* Ys Warns at 0
* YS chip area at 6780 sq um
* Post-DR wirelength/cell at 15.4 um
* Area fraction in compound gates at 0
* Die Ht at 247 um
* Syn avg cell area at 17.7 sq um
* Synth Seq Share at 0.740
* Clock buffer depth at 2
* Final antenna-violating net count at 0
* Tmin final at 1.23 ns
* Buf/Inv on CP at 1
* XOR Share, Synth at 0
* Finish-stage setup viols at 181
* Most frequent logic cell in the layout: clkdlybuf4s50_1
* Crit path DAT at 1.03 ns
* Root Buffer: clkbuf_16
* Synth Instances at 383
* Synthesized cell area at 6780 sq um
* Count of final hold-check violations at 0
* TritonCTS clock tree: built
* GR Overflow Total at 0
* Worst path cell trace: buf_2
* FP Util at 0.133
* Total negative setup slack at -27.85 ns
* Die Wd at 247 um
* FMAX at 0.811 GHz
* Via Count at 4438
* Initial drt markers at 125
* I/O pins at 365
* Hold Path Class: input pin to flip-flop
* Layout cells sized above 1 at 0.433
* Die footprint at 61000 sq um
* DR pass1 iterations at 4
* Slowest library cell on the worst path: edfxtp_1
* Top cells excl fill/tap: clkdlybuf4s50_1, buf_2, edfxtp_1, nor2b_1, dfrtp_1
* Placed cells at 1451
* CTS Sinks at 181
* Worst Tran Pin Value at 0.236 ns
## path summary, 6_finish.rpt
kind / slack (ns) / depth (start not counted) / to / start
max in group asynchronous: 0.20 / 6 / read_reg_data_2_out[24]$_DFF_PP0_ / rst
max: -0.23 / 1 / imm_out[30] / imm_out[30]$_SDFFCE_PP0N_
min: 0.12 / 2 / imm_out[3]$_SDFFCE_PP0N_ / ID_flush
min in group asynchronous: 0.26 / 4 / rs2_out[4]$_DFF_PP0_ / rst
## metal layers
layer / share of wire / vias up / wire [um] / global-route usage
met3: 0.16 / 20 / 3690 / 0.0524
met4: 0.020 / 4 / 462 / 0.0119
li1: - / 2070 / - / -
met2: 0.45 / 256 / 10200 / 0.111
met1: 0.37 / 2088 / 8490 / 0.0816
met5: 0.0012 / - / 27 / 0
## registers in the layout (all words and copies together) (netlist names), 5 cells and up
name	cells
imm_out	32
rd_out	5
inst_out	32
rs1_out	5
inst_addr_out	32
read_reg_data_2_out	32
read_reg_data_1_out	32
rs2_out	5
## cell usage after synthesis
cell,count,area share
nor2b_4,31,0.063
inv_1,1,0.00055
buf_12,9,0.027
buf_2,9,0.0066
edfxtp_1,98,0.43
nor2b_2,59,0.076
nor2b_1,91,0.084
buf_6,2,0.0033
dfrtp_1,83,0.31
## what timing repair did
| action | in CTS | in global routing |
|---|---|---|
| gates resized | 602 | 2 |
| hold buffers | 0 | 0 |
| setup endpoints to repair | 181 | 181 |
## layout make-up
class                   instances  area [sq um]  area share
diodes                          4          10.0    0.000890
clock buffers                  19           454      0.0404
clock inverters                13           143      0.0127
inverters                       1          7.51    0.000667
multi-input cells             181          1510       0.134
flip-flops and latches        181          5020       0.446
well taps                     680           851      0.0756
repair buffers                408          3250       0.289
## report_power, final
group	leakage (uW)	internal [uW]	switching (uW)
clock network	0.000298	3850	3090
logic	0.00239	1390	699
registers	0.00201	8400	123
## per-stage QoR
step	instance area [sq um]	worst slack, ns	hold WS, ns
3_3_place_gp	11500	-0.470	0.632
4_1_cts	11200	-0.324	0.0789
2_1_floorplan	6790	-2.38	0.336
6_report	11300	-0.233	0.123
3_5_place_dp	11500	-0.465	0.622
5_1_grt	11200	-0.315	0.112
## kinds of logic (layout without fill, tap and decap cells)
group	count (synthesis)	in the layout
buf+inv	21	441
flops	181	181
other cells	0	4
simple gates	181	181
Power figures rest on the tool's default switching activity, not on a simulated workload.
